==> ./design.v <==
`timescale 1ns / 1ps
module booth_multiplier (
    input clk,
    input rst,
    input start,                     
    input signed [15:0] A,           
    input signed [15:0] B,           
    output reg signed [31:0] P,      
    output reg done                  
);
    reg [15:0] M, Q;
    reg Q_1;
    reg [4:0] count;
    reg [31:0] P_temp;
    always @(posedge clk or posedge rst) begin
        if (rst) begin
            P <= 0;
            done <= 0;
            count <= 0;
            P_temp <= 0;
            M <= 0;
            Q <= 0;
            Q_1 <= 0;
        end else begin
            if (start) begin
                M <= A;
                Q <= B;
                Q_1 <= 0;
                count <= 16;    
                P_temp <= 0;
                done <= 0;
            end else if (count > 0) begin
                case ({Q[0], Q_1})
                    2'b01: P_temp[31:16] = P_temp[31:16] + M;  
                    2'b10: P_temp[31:16] = P_temp[31:16] - M;  
                    default: ;  
                endcase
                Q_1 = Q[0];
                Q = {P_temp[0], Q[15:1]};
                P_temp = {P_temp[31], P_temp[31:1]};  
                count <= count - 1;
            end else begin
                if (!done) begin  
                    P <= {P_temp[31:16], Q};
                    done <= 1;
                end
            end
        end
    end
endmodule
==> ./run.sh <==
#!/bin/bash
# OpenROAD 26Q1-2900-gdf79404cd8, Yosys 0.63+post, stock flow scripts
make -C /OpenROAD-flow-scripts/flow DESIGN_CONFIG=/design/flow/config.mk WORK_HOME=/design/flow/orfs finish
==> ./config.mk <==
export PLATFORM = sky130hd
export DESIGN_NAME = booth_multiplier
export DESIGN_NICKNAME = booth_multiplier
export VERILOG_FILES = /design/flow/design.v
export SDC_FILE = /design/flow/constraint.sdc
export NUM_CORES = 4
export LEC_CHECK = 1
export CORE_UTILIZATION = 30
==> ./constraint.sdc <==
current_design booth_multiplier

set clk_period 5.7
set clk_io_pct 0.2

create_clock -name clk0 -period $clk_period [get_ports {clk}]

set non_clock_inputs [all_inputs -no_clocks]
set_input_delay [expr $clk_period * $clk_io_pct] -clock clk0 $non_clock_inputs
set_output_delay [expr $clk_period * $clk_io_pct] -clock clk0 [all_outputs]
==> results_slide.txt <==
Run Summary

Run status
  – Outcome: finished, final reports clean

Synthesis
  – Cell type with the largest total area: dfrtp_1
  – Synth Cell Area: 5390 µm²
  – Top logic family: AND-OR/OR-AND gates
  – Seq/Total Area, Yosys: 46.9%
  – Yosys Chip Area: 5390 µm²
  – Yosys cell count: 525
  – Asr flop ratio synth: 100%
  – Simple Share, Synth: 13.7%
  – Synth warn: 1
  – Yosys reg bits: 101
  – Synth area leaders: dfrtp_1, mux2_4, nand2_1
  – Average size of a mapped cell: 10.3 µm²
  – Aoi share: 14.1%
  – Cells after synthesis: 525
  – Area leader share: 46.9%
  – Post-synth mux share: 14.1%
  – Netlist cell types: 55
  – XORs/XNORs by Area: 3.09%
  – Top FF cell, synth: dfrtp_1
  – Post-synth EDFFs: 0
  – Adder share: 4.55%

Hold path
  – WHS Path Cells: 2
  – Min-Delay Endpoint: P[16]
  – Worst min path class: reg2reg
  – Hold Crit Start: P[16]

Worst setup path
  – Number of buffers and inverters on the critical path: 1
  – RR Startpoint: Q_1
  – Critical Path, Cell by Cell: inv_1, ha_1, mux2i_1, ha_1, nor2b_1, o31ai_1, a21oi_1, o2111ai_1, a31oi_1, a2111oi_2
  – Flop2flop setup slack: 2590 ps
  – CP startpoint kind: register
  – CP Max Fanout: 17
  – CP top delay family: AND-OR/OR-AND gates
  – Crit Path Category: reg2reg
  – Slowest stage cell, crit path: ha_1
  – Worst-case reg-to-reg path depth: 10
  – WP data arrival: 3350 ps
  – Critical Path End Type: register
  – Worst path max stage delay: 540 ps
  – Critical path required time: 5950 ps
  – Reg2Reg Capture Point: P_temp[28]
  – Cell mode on critical path: ha_1

Clocking
  – Longest Clk Path Bufs: 2
  – Post-CTS Setup Bufs: 0
  – TritonCTS buffer count: 9
  – Htree depth: 3
  – Post-cts sizing count: 0
  – CTS root buffer: clkbuf_16
  – CTS sink cnt: 101
  – Clock Latency Late Sink: 350 ps
  – Hold Buf Count CTS: 0
  – Worst-path clk slew: 70 ps
  – CTS tree: yes

Power and ir drop
  – Power Density: 449 nW/µm²
  – Leak Pwr: 2.85 nW
  – Peak supply drop: 0.000205 V

Timing
  – Fin. Hold Viols: 0
  – Slew headroom: 49.9%
  – Setup Skew: 7.50 ps
  – Setup violators final: 0
  – Cycle use final: 54.5%
  – RSZ-0062 raised after global routing: no
  – Period minus WS final: 3110 ps
  – Final slew viol count: 0
  – Least-Margin Pin Slew: 752 ps
  – Setup WS post-layout: 2590 ps
  – Fmax: 0.322 GHz
  – Post-route setup TNS: 0 ps

Placement
  – Dpl cell area: 6260 µm²
  – Pre-CTS setup slack: 2600 ps
  – Number of I/O port buffers: 67
  – GPL Wtd Cong: 0.914
  – Post-DP HPWL: 7.97 mm

Floorplan
  – Initial Util: 30.9%
  – Cell Rows: 48
  – Core Region: 17,400 µm²
  – Die width: 136 µm
  – Num ports: 68
  – Die Y: 136 µm
  – Die area: 18,500 µm²

Finish
  – Top Layout Cells: dfrtp_1, nand2_1, clkdlybuf4s50_1
  – Top cell excl fill/tap: dfrtp_1
  – Final instance area: 6540 µm²
  – Filler cell count: 1,670
  – Share of cells above drive strength 1: 12.9%
  – Synthesis-to-finish area growth: 21.4%

Detailed routing
  – Pre-antenna DRT Iters: 6
  – Post-Route WL: 11.5 mm
  – Initial DRC count: 183
  – WL/cell: 14.2 µm
  – Final ANT Viol Nets: 0
  – DRC viols: 0
  – Number of diodes: 0
  – Routed via count: 4,039
  – Vias per cell: 4.97

Global route
  – Global route total overflow: 0
  – Initial antenna violation count: 0
  – First-pass GRT wire length: 19.8 mm
  – GRT Total Usage: 13.6%
  – Largest net degree at the start of global routing: 75
  – Vias in the first global route: 3,845

Run
  – Tool warning count: 25
  – Max-cap violations: 0
==> power by group <==
part	leakage (nW)	internal [W]	switching, W	total (W)
clock network	0.140	0.000303	0.000283	0.000586
logic	1.41	0.000699	0.000589	0.00129
registers	1.30	0.000901	0.000162	0.00106
total	2.85	0.00190	0.00103	0.00294
==> worst register-to-register path, delay by kind of cell (launching register included) <==
kind,cells,cell delay (ps)
AND-OR/OR-AND,5,1180
buffers and inverters,1,60
multiplexers,1,400
flip-flops,1,380
adder cells (fa/ha/maj),2,830
AND/OR/NAND/NOR,1,160
==> stage by stage <==
stage	cells	power, W	hold WS (ps)	util, %
2_1_floorplan	525	0.00194	426	-
3_3_place_gp	796	0.00235	482	35.9
3_5_place_dp	796	0.00236	485	35.9
4_1_cts	812	0.00297	501	37.6
5_1_grt	812	0.00317	524	37.6
6_report	812	0.00294	489	37.6
==> layout make-up <==
cell class	count	area (µm²)	share of cell area, %
multi-input cells	381	2670	40.8
flip-flops and latches	101	2530	38.6
repair buffers	74	718	11.0
well taps	225	282	4.30
clock buffers	9	225	3.44
inverters	15	58.8	0.899
clock inverters	7	57.6	0.880
==> worst max path at each step <==
stage	startpoint	end	slack, ps	depth (start not counted)
finish	Q_1	P_temp[28]	2590	10
global route	Q_1	P_temp[28]	2240	10
CTS	Q_1	P_temp[28]	2600	10
==> layer usage <==
layer / track usage, % / vias up / part of all wire (%)
li1: - / 1978 / -
met4: 1.54 / 0 / 0.86
met5: 0 / - / 0
met2: 19.8 / 86 / 44
met3: 2.81 / 10 / 4.6
met1: 21.7 / 1965 / 50
==> cell usage after synthesis, types with 3 or more instances <==
cell type / count
dfrtp_1: 101
clkbuf_1: 15
nand3_1: 5
nand2_1: 76
a211oi_1: 11
buf_1: 5
xnor2_1: 17
ha_1: 18
inv_1: 15
a21o_1: 4
and3_1: 5
mux2i_1: 19
buf_6: 3
o21a_1: 6
mux2_4: 28
a21oi_1: 40
a31oi_1: 4
mux2_2: 13
or3_1: 4
o211ai_1: 5
nor3_1: 11
nor2_1: 36
nor4_1: 5
buf_4: 3
and2_1: 4
a311oi_1: 4
o21ai_0: 33
==> flip-flops by register name (all words and copies together), names as in the netlist <==
name	cells
P	31
P_temp	31
M	16
Q	16
count	5
Q_1	1
done	1
==> logic make-up after synthesis <==
family | after synthesis
compound gates | 122
xor+xnor | 19
fa+ha+maj | 19
buf+inv | 43
flops | 101
mux | 60
simple gates | 161
No activity file was given, so power comes from the tool's default toggle rates.
